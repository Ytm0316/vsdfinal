[/design/flow/design.v]
module butterfly(
	input clk,
	input rst,
	input en,
	input signed [31:0] xu_real,
	input signed [31:0] xu_imag,
	input signed [31:0] xb_real,
	input signed [31:0] xb_imag,
	input signed [16:0] w_real,
	input signed [16:0] w_imag,
	output valid,
	output signed [31:0] yu_real,
	output signed [31:0] yu_imag,
	output signed [31:0] yb_real,
	output signed [31:0] yb_imag,
);
	logic [4:0] en_r ;
	always@(posedge clk or posedge rst)begin
		if(rst)begin
			en_r <= 3'b000;
		end
		else begin
			en_r <= {en_r[3:0],en};
		end
	end
	logic signed [31:0] xb_w_real0;
	logic signed [31:0] xb_w_real1;
	logic signed [31:0] xb_w_imag0;
	logic signed [31:0] xb_w_imag1;
	logic signed [31:0] xu_real_d;
	logic signed [31:0] xu_imag_d;
	always@(posedge clk or posedge rst)begin
		if(rst)begin
			xb_w_real0 <= 32'd0;
			xb_w_real1 <= 32'd0;
			xb_w_imag0 <= 32'd0;
			xb_w_imag1 <= 32'd0;
			xu_real_d <= 32'd0;
			xu_imag_d <= 32'd0;
		end
		else if(en) begin
			xb_w_real0 <= xb_real * w_real;
			xb_w_real1 <= xb_imag * w_imag;
			xb_w_imag0 <= xb_real * w_imag;
			xb_w_imag1 <= xb_imag * w_real;
			xu_real_d <= xu_real;
			xu_imag_d <= xu_imag;
		end
	end
	logic signed [31:0] xu_real_d1;
	logic signed [31:0] xu_imag_d2;
	logic signed [31:0] xb_w_real;
	logic signed [31:0] xb_w_imag;
	always@(posedge clk or posedge rst)begin
		if(rst)begin
			xu_real_d1 <= 32'd0;
			xu_imag_d1 <= 32'd0;
			xb_w_real <= 32'd0;
			xb_w_imag <= 32'd0;
		end
		else if(en_r[0])begin
			xu_real_d1 <= xu_real_d;
			xu_imag_d1 <= xu_imag_d;
			xb_w_real <= xb_w_real0 - wb_w_real1;
			xb_w_imag <= xb_w_imag0 + xb_w_imag1;
		end
	end
	logic signed [31:0] yu_real_r;
	logic signed [31:0] yu_imag_r;
	logic signed [31:0] yb_real_r;
	logic signed [31:0] yb_imag_r;
	always@(posedge clk or posedge rst)begin
		if(rst)begin
			yu_real_d <= 32'd0;
			yu_imag_d <= 32'd0;
			yb_real_d <= 32'd0;
			yb_imag_d <= 32'd0;
		end
		else if(en_r[1])begin
			yu_real_d <= xu_real_d1 + xb_w_real;
			yu_imag_d <= xu_imag_d1 + xb_w_imag;
			yb_real_d <= xu_real_d1 - xb_w_real;
			yb_imag_d <= xu_imag_d1 - xb_w_imag;
		end
	end
	assign yu_real = yu_real_d;
	assign yu_imag = yu_imag_d;
	assign yb_real = yb_real_d;
	assign yb_imag = yb_imag_d;
	assign valid = en_r[2];
endmodule
[/design/flow/run.sh]
#!/bin/bash
# OpenROAD 26Q1-2900-gdf79404cd8, Yosys 0.63+post, stock flow scripts
make -C /OpenROAD-flow-scripts/flow DESIGN_CONFIG=/design/flow/config.mk WORK_HOME=/design/flow/orfs finish
[/design/flow/config.mk]
export PLATFORM = sky130hd
export DESIGN_NAME = butterfly
export DESIGN_NICKNAME = butterfly
export VERILOG_FILES = /design/flow/design.v
export SDC_FILE = /design/flow/constraint.sdc
export NUM_CORES = 4
export LEC_CHECK = 1
export CORE_AREA = 10 10 121 121
export DIE_AREA = 0 0 131 131
[/design/flow/constraint.sdc]
current_design butterfly

set clk_period 1.8
set clk_io_pct 0.2

create_clock -name clk0 -period $clk_period [get_ports {clk}]

set non_clock_inputs [all_inputs -no_clocks]
set_input_delay [expr $clk_period * $clk_io_pct] -clock clk0 $non_clock_inputs
set_output_delay [expr $clk_period * $clk_io_pct] -clock clk0 [all_outputs]
==> run notes <==
run metrics: I/O Pins 294, setup TNS 0 ns, Power, Total 0.903 mW, number of global-route vias before repair 902, post-route clock skew 0.000517 ns, critical path, cell by cell clkdlybuf4s50_1, # rows 40, Synth Cell Area 0.00149 mm2, end of the worst register-to-register path xb_w_real$_DFFE_PP0P_, HPWL Detailed 2470 um, startpoint type of the worst setup path flip-flop, max-slew violation count 0, Total Wirelength 2720 um, gp weighted congestion 0.679, area of the core region 0.0121 mm2, synthesis area per yosys 0.00149 mm2, DR WL/cell 7.85 um, overall routing resource usage 0.0237, average footprint of a synthesized cell 8.86 um2, overall die area 0.0172 mm2, Area Overhead vs Synth -6.39%, synth warn 18, power density cells 648 mW/mm2, total of max-cap violations 0, count of distinct cell types in the synthesized netlist 13, final count of negative-setup-slack endpoints 0, Initial DRT Pass Iterations 2, class of the tightest hold or removal check reg2reg, ratio of routed vias to standard cells 2.01, largest net degree at the start of global routing 15, worst relative slew slack 0.659, hold-fix buffers at CTS 0, top fanout value on the critical path 3, Min-Delay Path Depth 0, crit path max-delay cell type sky130_fd_sc_hd__clkdlybuf4s50_1, area of the multi-input gates 612 um2, worst slew pin tran 0.511 ns, maximum VDD drop 0.280 mV, Post-synth regs 14, critical path's largest stage delay 0.48 ns, wire length of the first global-routing pass 3390 um, setup repair after global routing missed its margin no, OpenROAD warnings 181, Init Core Util 0.123, number of hold violations in the final report 0, number of standard cells reported by yosys 168, cts bufs inserted 3, data arrival at the endpoint of the critical path 1.07 ns, startpoint of the most critical hold path en_r[1]$_DFF_PP0_, endpoint with the worst hold slack en_r[2]$_DFF_PP0_, root buffer cell sky130_fd_sc_hd__clkbuf_16, floorplan die width 131 um, Post-CTS Repair Setup Buffers 0, DRC marker count from the first detailed-route iteration 18, antenna cell count 0, post-placement setup slack 0.276 ns, kind of cell with the highest combined delay on the critical path buffers and inverters, reg2reg start en_r[0]$_DFF_PP0_, crit path buf inv count 1, outcome complete, no violations, maximum clock insertion buffer count 2, worst-skew pair later-pin latency 0.23 ns, ratio of cells with drive above 1 in the final layout 0.0449, cycle use final 0.792, sequential element share of the synthesized area 0.235, path type of the worst setup path reg2out, sequential cell area 350 um2, clock tree from TritonCTS yes, Vert. Die Dim 131 um, maximum level of the CTS H-tree 1, number of cells on the worst reg-to-reg path 1, Num Clock Sinks 14, Final ANT Viol Nets 0, maximum achievable frequency 702 MHz, Gates resized, CTS repair 0, Filler Cell Count 1,396, post-synthesis instance total 168, Period minus WS final 1.43 ns, R2R setup slack 0.89 ns, Worst EP required 1.44 ns, static leakage 0.723 nW, Reg clk slew, reported paths 0.04 ns, tally of buffers added on design ports 13, remaining global-route overflow 0, total vias in the final route 694, total DRC errors in the routed layout 0, antenna violations before repair 1, Worst setup EP type output port, final setup slack of the worst path 0.375 ns
-- logic make-up (layout without fill, tap and decap cells) --
kind of cell	Yosys count	count (layout)	share of synthesized area
buffers and inverters	133	20	0.664
flip-flops	14	14	0.235
AND-OR/OR-AND	6	6	0.0202
AND/OR/NAND/NOR	6	6	0.0177
multiplexers	5	5	0.0429
XOR/XNOR	3	3	0.0177
other	1	124	0.00252
-- registers in the layout, indices dropped and copies added, names as in the netlist --
register and count:
xu_imag_d 1, yu_imag_d 1, xb_w_imag0 1, en_r 3
xu_real_d 1, xb_w_real0 1, xu_real_d1 1, xb_w_real 1
xb_w_imag1 1, yu_real_d 1, xu_imag_d1 1, xb_w_imag 1
-- metrics by stage --
stage / hold WS, ns / area, um2 / utilization / std cells
global route: 0.472 / 1390 / 0.115 / 346
global placement: 0.436 / 1320 / 0.109 / 343
CTS: 0.448 / 1390 / 0.115 / 346
finish: 0.444 / 1390 / 0.115 / 346
floorplan: 0.249 / 1950 / - / 291
detailed placement: 0.438 / 1320 / 0.109 / 343
-- synth_stat cells --
cell type,instances,area [um2]
sky130_fd_sc_hd__buf_4,128,961
sky130_fd_sc_hd__dfrtp_1,14,350
sky130_fd_sc_hd__inv_1,4,15.0
sky130_fd_sc_hd__a21oi_1,3,15.0
sky130_fd_sc_hd__mux2_2,3,33.8
sky130_fd_sc_hd__nand3_1,3,15.0
sky130_fd_sc_hd__nor2_1,3,11.3
sky130_fd_sc_hd__xnor2_1,3,26.3
sky130_fd_sc_hd__mux2_4,2,30.0
sky130_fd_sc_hd__o21ai_1,2,10.0
sky130_fd_sc_hd__buf_6,1,11.3
sky130_fd_sc_hd__conb_1,1,3.75
sky130_fd_sc_hd__o21ai_0,1,5.00
-- how the worst max path moves through the flow --
stage                         start         end  cells after the start
CTS           yu_imag_d$_DFFE_PP0P_  yu_imag[0]                      1
finish        yu_real_d$_DFFE_PP0P_  yb_real[0]                      1
global route  yu_imag_d$_DFFE_PP0P_  yu_imag[0]                      1
-- placed cells by master, fill, tap and decap left out --
cell type / instances
sky130_fd_sc_hd__clkdlybuf4s50_1: 13
sky130_fd_sc_hd__o21ai_1: 2
sky130_fd_sc_hd__xnor2_1: 3
sky130_fd_sc_hd__nor2_1: 3
sky130_fd_sc_hd__conb_1: 124
sky130_fd_sc_hd__inv_1: 4
sky130_fd_sc_hd__mux2_4: 2
sky130_fd_sc_hd__clkbuf_16: 3
sky130_fd_sc_hd__dfrtp_1: 14
sky130_fd_sc_hd__o21ai_0: 1
sky130_fd_sc_hd__mux2_2: 3
sky130_fd_sc_hd__nand3_1: 3
sky130_fd_sc_hd__a21oi_1: 3
-- cell type report --
class                      instances  share of cell area
inverter                           4              0.0108
timing repair buffer              13              0.0934
tap                              168               0.151
sequential                        14               0.252
clock buffer                       3              0.0539
multi-input combinational        144               0.439
-- routing by layer --
layer	routed length (um)	global-route usage	vias to the layer above
met1	1210	0.0313	273
li1	-	-	282
met3	810	0.0233	4
met2	673	0.0273	133
met5	13	0	-
met4	10	0.00131	2
-- power by group --
part / total [mW] / internal, mW / switching (mW) / leakage (nW)
registers: 0.379 / 0.353 / 0.0256 / 0.168
logic: 0.135 / 0.0835 / 0.0517 / 0.518
clock network: 0.389 / 0.288 / 0.101 / 0.0370
Power is estimated from default activity; no workload was simulated.
